==> design/flow/design.v <==
module temporizador #(
parameter BIT_fin=26, fin = 26'd50000000  
)(
input wire clk,
input wire init,
output reg out,
output reg done
);
reg [BIT_fin-1:0]con = 0;
reg status = 0;
parameter START=0, COUNT=1;
always @(posedge clk) begin
	case(status)
		START: begin
			if(init)begin
				out <= 1'b0; 
				con <= 1'b0;
				done <=1'b0;
				status = COUNT;
			end
		end
		COUNT: begin
			out <= 1'b1;
			con <= con+1;
			if(con == fin-1)begin
				done <= 1'b1;
				out <= 1'b0; 
				status = START;
			end
		end
		default:
			status= START;
	endcase
end
endmodule
==> design/flow/run.sh <==
#!/bin/bash
# OpenROAD 26Q1-2900-gdf79404cd8, Yosys 0.63+post, stock flow scripts
make -C /OpenROAD-flow-scripts/flow DESIGN_CONFIG=/design/flow/config.mk WORK_HOME=/design/flow/orfs finish
==> design/flow/config.mk <==
export PLATFORM = sky130hd
export DESIGN_NAME = temporizador
export DESIGN_NICKNAME = temporizador
export VERILOG_FILES = /design/flow/design.v
export SDC_FILE = /design/flow/constraint.sdc
export NUM_CORES = 4
export LEC_CHECK = 1
export CORE_AREA = 10 10 100 100
export DIE_AREA = 0 0 110 110
==> design/flow/constraint.sdc <==
current_design temporizador

set clk_period 4.3
set clk_io_pct 0.2

create_clock -name clk0 -period $clk_period [get_ports {clk}]

set non_clock_inputs [all_inputs -no_clocks]
set_input_delay [expr $clk_period * $clk_io_pct] -clock clk0 $non_clock_inputs
set_output_delay [expr $clk_period * $clk_io_pct] -clock clk0 [all_outputs]
==> impl_metrics.env <==
# implementation run metrics
export IMPL_outcome="completed"
export IMPL_cts_buffers=5
export IMPL_cp_end_kind="flop"
export IMPL_path_buffers=0
export IMPL_die_h_um=110
export IMPL_dr_pass1_iters=4
export IMPL_crit_path_cell_trace="ha_1 -> nand4_2 -> or4_1 -> or3_1 -> a21oi_1"
export IMPL_timing_rr_start="con[0]"
export IMPL_worst_ep_arrival_time_ns=2.25
export IMPL_die_x_um=110
export IMPL_setup_violations=0
export IMPL_critPathKind="flop to flop"
export IMPL_synthToLayoutAreaGrowth_pct=13.2
export IMPL_layout_setup_ws_ns=2.18
export IMPL_tightest_slew_ns=0.821
export IMPL_synth_yosys_seq_area_share_pct=53.5
export IMPL_worstReg2RegEnd="con[20]"
export IMPL_drc=0
export IMPL_dp_slack_ns=2.01
export IMPL_clk_latency_ns=0.28
export IMPL_yosys_cells=153
export IMPL_cts_sinks=29
export IMPL_dp_hpwl_um=1990
export IMPL_final_max_slew_viol_count=0
export IMPL_grt_usage_pct=5.38
export IMPL_viasPerCell=4.66
export IMPL_grt_pass1_vias=1127
export IMPL_synth_area_per_cell_um2=10.5
export IMPL_crit_fanout=5
export IMPL_drt_iter0_drc=62
export IMPL_gp_congestion=0.789
export IMPL_required_ns=4.43
export IMPL_slowest_delay_ns=0.61
export IMPL_setup_tns_ns=0
export IMPL_antenna_left=0
export IMPL_ys_types=36
export IMPL_synthCells=153
export IMPL_crit_family="simple AND/OR/NAND/NOR gates"
export IMPL_period_needed_ns=2.12
export IMPL_reg2reg_depth=5
export IMPL_hold_viol=0
export IMPL_post_cts_buffers=0
export IMPL_io_buffers=3
export IMPL_p_per_area_mw_per_mm2=435
export IMPL_grt_first_pass_wirelength_um=5390
export IMPL_fillCellCount=831
export IMPL_openroad_warnings=25
export IMPL_final_cell_mix="28 x edfxtp_1, 13 x nor2_1, 12 x a21oi_1, 11 x nand4_1, 10 x nand2_1"
export IMPL_ff2ff_setup_slack_ns=2.18
export IMPL_layout_drive_gt1_share_pct=6.96
export IMPL_instances_no_fill=260
export IMPL_fmax_mhz=471
export IMPL_cts_root_buf="clkbuf_8"
export IMPL_clock_skew_ns=0.00890
export IMPL_whs_ns=0.610
export IMPL_ys_flops=29
export IMPL_max_slew_margin_pct=45.2
export IMPL_wl_per_cell_um=11.8
export IMPL_synth_yosys_warnings=1
export IMPL_routed_wl_um=3070
export IMPL_overflow=0
export IMPL_io_pins=4
export IMPL_critPathSlowestCell="or4_1"
export IMPL_rsz0062_at_grt="false"
export IMPL_htree_levels=2
export IMPL_finalClockPeriodUsage_pct=49.4
export IMPL_fp_util_pct=20.6
export IMPL_fp_coreArea_mm2=0.00781
export IMPL_ys_area_mm2=0.00161
export IMPL_power_mw=0.792
export IMPL_chip_area_mm2=0.0121
export IMPL_rows=32
export IMPL_antenna_cells=0
export IMPL_clk_pin_slew_worst_paths_ns=0.06
export IMPL_cts_tree="done"
export IMPL_via_count=1211
export IMPL_leakagePower_nw=0.561
export IMPL_cp_endpoint="con[20]"
export IMPL_holdBufCountCts=0
export IMPL_grt_max_degree=29
export IMPL_crit_path_start_kind="flop"
export IMPL_synthesis_area_mm2=0.00161
export IMPL_cts_resized=0
export IMPL_grt_antenna_before_repair=0
export IMPL_cp_depth=5
export IMPL_dp_cells=252
export IMPL_ir_drop_v=0.000269
export IMPL_clock_path_buffers=2
export IMPL_lay_top_count="edfxtp_1"
export IMPL_cp_startpoint="con[0]"
export IMPL_max_cap_violations=0
export IMPL_hold_class="flop to flop"
## state kept, by name, summed over array words and instances (netlist names)
signal	count
status	1
con	26
done	1
out	1
## where the power goes
part           switching, mW  internal [mW]  total (mW)
Combinational         0.0574         0.0566       0.114
Clock                 0.0953          0.115       0.210
Sequential            0.0777          0.390       0.468
Total                  0.230          0.562       0.792
## through the flow
step | cell area [µm²] | utilization (%)
floorplan | 1610 | -
global placement | 1740 | 22.3
detailed placement | 1740 | 22.3
CTS | 1820 | 23.3
global route | 1820 | 23.3
finish | 1820 | 23.3
## Yosys cell counts, drive strengths merged
cell | number | area [µm²]
a21boi | 1 | 7.51
a21oi | 12 | 60.1
and2 | 3 | 18.8
and3 | 2 | 12.5
and4 | 4 | 36.3
buf | 1 | 5.00
clkbuf | 5 | 20.0
dfxtp | 1 | 20.0
edfxtp | 28 | 841
ha | 1 | 12.5
inv | 2 | 7.50
mux2 | 1 | 11.3
nand2 | 10 | 37.5
nand3 | 7 | 35.0
nand4 | 12 | 81.3
nand4b | 1 | 8.76
nor2 | 13 | 48.8
nor3 | 3 | 15.0
nor4 | 4 | 25.0
nor4b | 1 | 8.76
o21a | 1 | 7.51
o21ai | 7 | 35.0
o21bai | 1 | 7.51
o31a | 1 | 8.76
o31ai | 5 | 37.5
or2 | 2 | 12.5
or3 | 7 | 43.8
or4 | 7 | 56.3
xnor2 | 4 | 35.0
xor2 | 6 | 52.6
## area by class of cell
cell class,instances,area [µm²],area share (%)
Clock buffer,8,80.1,4.40
Inverter,2,7.51,0.412
Multi-Input combinational cell,116,716,39.3
Sequential cell,29,861,47.3
Tap cell,102,128,7.01
Timing Repair Buffer,3,30.0,1.65
## how the worst min path moves through the flow
stage,from,end,slack (ns),cells past startpoint
4_1_cts,status,done,0.62,0
5_1_grt,status,done,0.64,0
6_report,status,done,0.61,0
## metal layers
| layer | routed length, µm | GRT usage (%) |
|---|---|---|
| met5 | 0 | 0 |
| met4 | 38 | 0.558 |
| met3 | 139 | 1.76 |
| met2 | 1370 | 8.04 |
| met1 | 1530 | 7.77 |
## kinds of logic (layout without fill, tap and decap cells)
family                   Yosys count  count (layout)  share of synthesized area (%)
flip-flops                        29              29                           53.5
XOR/XNOR                          10              10                           5.44
adder cells (fa/ha/maj)            1               1                          0.777
buffers and inverters              8              13                           2.02
AND-OR/OR-AND                     28              28                           10.2
AND/OR/NAND/NOR                   76              76                           27.4
multiplexers                       1               1                          0.700
Power and IR drop assume default switching activity.
