==> flow/design.v <==
module contador #(
	parameter BIT_periodo = 4
)(
	input clk,
	input enable,
	output reg [BIT_periodo-1:0] periodo,
	output reg done
);
parameter START=0, COUNT=1;
reg [BIT_periodo-1:0] con = 0;
reg status = 0;
always @(posedge clk) begin
	case(status)
START: begin
    if (enable == 1'b1) begin
        periodo <= 0;   
        done <= 0;  
        status <= COUNT;
    end
end
COUNT: begin
    if (enable == 1'b1) begin
        periodo <= periodo + 1;
    end else begin
        done <= 1'b1;  
        status <= START;
    end
end
		default:
			status <= START;
	endcase
end
endmodule
==> flow/run.sh <==
#!/bin/bash
# OpenROAD 26Q1-2900-gdf79404cd8, Yosys 0.63+post, stock flow scripts
make -C /OpenROAD-flow-scripts/flow DESIGN_CONFIG=/design/flow/config.mk WORK_HOME=/design/flow/orfs finish
==> flow/config.mk <==
export PLATFORM = sky130hd
export DESIGN_NAME = contador
export DESIGN_NICKNAME = contador
export VERILOG_FILES = /design/flow/design.v
export SDC_FILE = /design/flow/constraint.sdc
export NUM_CORES = 4
export LEC_CHECK = 1
export CORE_AREA = 10 10 70 70
export DIE_AREA = 0 0 80 80
==> flow/constraint.sdc <==
current_design contador

set clk_period 1.6
set clk_io_pct 0.2

create_clock -name clk0 -period $clk_period [get_ports {clk}]

set non_clock_inputs [all_inputs -no_clocks]
set_input_delay [expr $clk_period * $clk_io_pct] -clock clk0 $non_clock_inputs
set_output_delay [expr $clk_period * $clk_io_pct] -clock clk0 [all_outputs]
==> metrics.csv <==
stage,metric,value,unit
clock_tree,"CTS clk-pin slew, worst paths",0.05,ns
synthesis,"Async S/R FF share, synth",0,%
routing,ant diodes,0,
clock_tree,clock latency on the worst-skew pair,0.25,ns
critical_path,arrival time worst endpoint,1.13,ns
layout,share of layout cells above drive strength 1,12.9,%
global_route,grt ovf,0,
global_route,met1 Use GR,1.96,%
place,Routability Congestion,0.705,
routing,routed wire length,515,um
critical_path,CP Cell Sequence,clkdlybuf4s50_1,
power,Leak,0.161,nW
floorplanning,chip area,0.00640,mm^2
synthesis,yosys warns,1,
floorplanning,Rows,21,
layout,final core occ,12.2,%
clock_tree,total CTS buffers,3,
clock_tree,clock buffer depth,2,
layout,Register Area,170,um^2
min_path,worst hold stages,0,
clock_tree,CTS Root Cell,clkbuf_4,
synthesis,count of library flops with an enable pin,5,
global_route,initial antenna violation count,0,
floorplanning,Die Width,80,um
global_route,first-pass GRT wire length,821,um
place,placed inst area,392,um^2
critical_path,crit path kind,register to primary output,
timing,TNS Setup,0,ns
routing,wire length per cell,6.69,um
floorplanning,fp util,7.80,%
job,OpenROAD warning count,26,
global_route,vias in the first global route,200,
routing,Initial DRC Count,2,
critical_path,"Max FO, Critical Path",3,
layout,cell area after layout,418,um^2
timing,Achievable Freq,688,MHz
synthesis,Synth Area per Inst,13.3,um^2
synthesis,most common cell in the netlist,edfxtp_1,
critical_path,R2R Setup Slk,0.39,ns
layout,logic area,88.8,um^2
critical_path,slowest CP cell,clkdlybuf4s50_1,
synthesis,"Top FF cell, synth",edfxtp_1,
layout,Syn-to-layout area delta,56.8,%
place,port buffer count,6,
clock_tree,post-cts sizing count,0,
clock_tree,Post-CTS Setup Bufs,0,
floorplanning,die height,80,um
status,status,"finished, final reports clean",
timing,Final Max Slew Viols,0,
clock_tree,CTS tree,yes,
routing,total vias in the final route,174,
min_path,worst hold path class,register to register,
timing,worst relative slew slack,87.2,%
synthesis,commonest cells in the synthesized netlist,"edfxtp_1 (5), ha_1 (3), nor2_1 (3)",
synthesis,Cell area leaders,"edfxtp_1 (56%), ha_1 (14%), dfxtp_1 (7.5%)",
critical_path,WP buf/inv,1,
job,max_cap viols,0,
critical_path,crit-path leading delay family,buffers and inverters,
routing,DRT antenna net count,0,
global_route,grt met2 use,2.17,%
power,Max VDD drop,0.484,mV
layout,fill count,399,
critical_path,reg2reg start,status,
global_route,pin count of the biggest net entering global routing,7,
critical_path,CP peak stage delay,0.50,ns
synthesis,Area leader share,56.3,%
timing,Fin. Hold Viols,0,
synthesis,Cell Type Count,11,
floorplanning,I/O pin cnt,7,
synthesis,Yosys Instances,20,
timing,crit share post-route,90.9,%
timing,Worst-Margin Slew,0.192,ns
synthesis,dominant cell type by area after synthesis,edfxtp_1,
floorplanning,Core ar.,0.00342,mm^2
critical_path,R2R depth,4,
synthesis,sequential area share after synthesis,63.8,%
routing,First-pass DRT Iterations,2,
critical_path,CP startpoint,periodo[2],
critical_path,worst r2r dst,periodo[0],
synthesis,Syn Inst Count,20,
global_route,global-route usage over all layers,1.72,%
routing,drt drc,0,
synthesis,"Registers, synthesis",6,
critical_path,Critical Path Source Type,register,
critical_path,CP required,1.28,ns
timing,# setup viols final,0,
timing,Final Hold Slack,0.543,ns
synthesis,"Chip Area, Yosys",267,um^2
clock_tree,H-tree depth,1,
timing,Final Skew,0.00859,ns
routing,vias per std cell,2.26,
power,PD cells,968,mW/mm^2
clock_tree,CTS sink cnt,6,
synthesis,Post-Syn Area,267,um^2
min_path,Worst Hold End,done,
global_route,global-route met3 utilization,1.93,%
critical_path,endpoint type of the worst setup path,primary output,
timing,min cycle time layout,1.45,ns
clock_tree,hold buffers post-CTS,0,
timing,RSZ-0062 raised after global routing,false,
min_path,Hold Startpoint,status,
global_route,gr busiest metal,met2,
-- layer usage --
metal	vias up	wire length [um]
li1	90	-
met1	76	269
met2	8	174
met3	0	72
met4	0	0
met5	-	0
-- sequential cells by signal, indices dropped and copies added, names as in the netlist --
register,count
status,1
done,1
periodo,4
-- report_power, final --
| group | internal [mW] | leakage [nW] | switching, mW |
|---|---|---|---|
| Combinational | 0.0370 | 0.0866 | 0.0166 |
| Clock | 0.0945 | 0.0150 | 0.0550 |
| Sequential | 0.189 | 0.0596 | 0.0126 |
| Total | 0.320 | 0.161 | 0.0843 |
-- logic make-up (layout without fill, tap and decap cells) --
logic type	Yosys count	after routing	synth area share (%)
xor+xnor	1	1	3.29
fa+ha+maj	3	3	14.1
buf+inv	2	13	2.82
flops	6	6	63.8
mux	1	1	3.76
simple gates	7	7	12.2
-- per-stage QoR --
| step | setup WS (ns) | cells | total power, mW |
|---|---|---|---|
| floorplan | 0.452 | 20 | 0.219 |
| global placement | 0.0496 | 73 | 0.258 |
| detailed placement | 0.0289 | 73 | 0.260 |
| CTS | 0.119 | 77 | 0.417 |
| global route | 0.0750 | 77 | 0.434 |
| finish | 0.146 | 77 | 0.405 |
-- worst max-delay path by stage --
| stage | endpoint | slack (ns) | cells past startpoint |
|---|---|---|---|
| 6_report | periodo[2] | 0.15 | 1 |
| 5_1_grt | periodo[0] | 0.08 | 1 |
| 4_1_cts | periodo[0] | 0.12 | 1 |
-- layout make-up --
cell class                      count  share of cell area [%]
Timing Repair Buffer                7                    16.2
Clock buffer                        4                    6.29
Sequential cell                     6                    40.7
Inverter                            2                    1.80
Tap cell                           46                    13.8
Multi-Input combinational cell     12                    21.3
-- cell usage in the layout, fill, tap and decap left out --
| cell | synthesis | routed |
|---|---|---|
| ha_1 | 3 | 3 |
| nor2_1 | 3 | 3 |
| and2_1 | 1 | 1 |
| edfxtp_1 | 5 | 5 |
| nand2_1 | 1 | 1 |
| clkdlybuf4s50_1 | 0 | 6 |
| inv_1 | 2 | 2 |
| xnor2_1 | 1 | 1 |
| dfxtp_1 | 1 | 1 |
| buf_4 | 0 | 1 |
| mux2i_1 | 1 | 1 |
| clkbuf_1 | 0 | 1 |
| nand2b_1 | 1 | 1 |
| nand3_1 | 1 | 1 |
| clkbuf_4 | 0 | 3 |
No activity file was given, so power comes from the tool's default toggle rates.
