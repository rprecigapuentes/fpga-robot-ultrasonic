`design.v`:
```
module maquinaestado (
    input wire on,
	input wire LF,
	input wire RF,
	input wire LB,
	input wire RB,
	input wire U,
	input wire clk,
	output reg [3:0] estado
);
reg [30:0]con;
reg lastD;
parameter QUIETO=4'd0, DERECHA=4'd1, IZQUIERDA=4'd2, ADELANTE=4'd3, SETUP=4'd4, OFF=4'd8;
always @(posedge clk) begin 
	case (estado)
	    SETUP: begin
	       con <= con+1;
	       if(on==1'b0) estado <= OFF;
	       else if(con[30]==1'b1)begin
	           estado <= QUIETO;
	       end
	    end
		QUIETO: begin 
			if(on==1'b0) estado = OFF;
            else if ((U==1'b0 & lastD==1'b0) | (RF | RB)==1'b1) estado <= DERECHA;
            else if ((U==1'b0 & lastD==1'b1) | (LF | LB)==1'b1) estado <= IZQUIERDA;
            else if (U==1'b1 | (LB & RB)==1'b1) estado <= ADELANTE;
		end
		DERECHA: begin
            if(on==1'b0) estado <= OFF;
            else if (U==1'b1) estado <= ADELANTE;
            else if ((RF | RB)==1'b0)begin
                estado <= QUIETO; lastD <= 1'b1;
            end 
		end
		IZQUIERDA: begin
            if(on==1'b0) estado <= OFF;
            else if (U==1'b1) estado <= ADELANTE;
            else if ((LF | LB)==1'b0)begin
                estado <= QUIETO; lastD <= 1'b0;
            end
		end
		ADELANTE: begin
            if(on==1'b0) estado <= OFF;
            else if ((LF & RF)==1'b0 | U==1'b0) estado <= QUIETO;
		end
		default: begin
		estado <= SETUP; lastD <= 1'b0; con <= 1'b0;
		end
	endcase 
end
endmodule 
```
`run.sh`:
```
#!/bin/bash
# OpenROAD 26Q1-2900-gdf79404cd8, Yosys 0.63+post, stock flow scripts
make -C /OpenROAD-flow-scripts/flow DESIGN_CONFIG=/design/flow/config.mk WORK_HOME=/design/flow/orfs finish
```
`config.mk`:
```
export PLATFORM = sky130hd
export DESIGN_NAME = maquinaestado
export DESIGN_NICKNAME = maquinaestado
export VERILOG_FILES = /design/flow/design.v
export SDC_FILE = /design/flow/constraint.sdc
export NUM_CORES = 4
export LEC_CHECK = 1
export CORE_UTILIZATION = 50
```
`constraint.sdc`:
```
current_design maquinaestado

set clk_period 3.8
set clk_io_pct 0.2

create_clock -name clk0 -period $clk_period [get_ports {clk}]

set non_clock_inputs [all_inputs -no_clocks]
set_input_delay [expr $clk_period * $clk_io_pct] -clock clk0 $non_clock_inputs
set_output_delay [expr $clk_period * $clk_io_pct] -clock clk0 [all_outputs]
```
==> GITHUB_STEP_SUMMARY <==
### Yosys + OpenROAD results

| Metric | Value |
|---|---|
| Outcome | complete, no violations |
| Vias per Instance | ~5.9 |
| # resized after CTS | 0 |
| Placed Cells | 260 |
| Yosys cell count | just over 200 |
| Final setup fails | 0 |
| RSZ-0062 raised after global routing | false |
| Clock root buffer | clkbuf_8 |
| H-tree depth | 2 |
| DP HPWL | between 2 and 3 mm |
| Setup Slack @ Placement | 1.223 ns |
| Critical path class | reg -> reg |
| Most area-hungry cell type in the Yosys netlist | edfxtp_1 |
| Critical path arrival | 2.58 ns |
| # IOs | 11 |
| Post-synth EDFFs | 36 |
| Worst r2r dst | con[24] |
| Max Cap Viol | 0 |
| Maximum clock path buffer count | 2 |
| Die H | 66.40 um |
| Final setup TNS | 0 ns |
| Final Hold Fails | 0 |
| Registers, synthesis | 36 |
| Initial antenna violation count | 0 |
| Post-layout period usage of the worst path | 0.6420 |
| Minimum clock period | roughly 2.4 ns |
| Row count | 23 |
| Cell Pwr Density | 726.6 mW/mm2 |
| Hold Path End | con[12] |
| Drt total wl | 3.780 mm |
| Hold Path Class | reg -> reg |
| Max FO, Critical Path | 12 |
| Total Power | 1.674 mW |
| First-pass GRT wire length | 6.672 mm |
| Synth Warn # | 1 |
| Max IR drop VDD | roughly 390 uV |
| XORs/XNORs by Area | 0.04647 |
| R2r setup slk | 1.36 ns |
| Hold Slack | 0.6376 ns |
| R2R depth | 5 |
| Fmax | 409.9 MHz |
| Worst Tran Pin Value | 0.7837 ns |
| DIE WIDTH | 66.40 um |
| # DRC | 0 |
| OpenROAD warnings | 25 |
| GRT overflow | 0 |
| Startpoint Class | flip-flop |
| Placed cell areas | about 0.0022 mm2 |
| Latency at later pin | 0.28 ns |
| Netlist cell types | 42 |
| Hold Crit Depth | 2 |
| Slowest cell on crit path | or4_1 |
| Asr flop ratio synth | 0 |
| Synth-to-layout area growth | 11.10% |
| Leakage dissipation | 0.7558 nW |
| Worst R2R Start | con[0] |
| Die Area | between 0.004 and 0.005 mm2 |
| Clock tree sinks | 36 |
| Yosys stat chip area | 0.002073 mm2 |
| Max Transition Viols Final | 0 |
| Initial Utilization | 0.5183 |
| Syn_area_per_cell | roughly 10 um2 |
| Final ANT Viol Nets | 0 |
| Syn Std Cell Area | 0.002073 mm2 |
| Router iterations before antenna repair | 6 |
| Share of cells above drive strength 1 | 0.06881 |
| Buf+Inv Stages, Crit Path | 0 |
| Antenna Cells | 0 |
| Gr usage total | 0.2091 |
| Core ar. | 0.004000 mm2 |
| Core Util, Final | 0.5759 |
| Hold_buf cts | 0 |
| Compound Share, Synth | 0.1310 |
| Mux area share | 0.01448 |
| CTS Buf Count | 5 |
| Drt wl/cell | 14.10 um |
| Largest net degree at the start of global routing | 32 |
| Comb area | about 920 um2 |
| Worst hold start | con[12] |
| GPL Wtd Cong | 0.8242 |
| Via count | 1,585 |
| Cell area leaders | edfxtp_1 52%, nor2_1 4.0%, a21oi_1 3.9% |
| Top-area cell share | 0.5214 |
| CTS tree | done |
| Number of global-route vias before repair | about 1.5k |
| Synth logic family | simple AND/OR/NAND/NOR gates |
| Number of fill cells | 338 |
| Top delay family on crit path | simple AND/OR/NAND/NOR gates |
| CP required | 3.94 ns |
| And+or+nand+nor area frac | 0.2438 |
| Register area share after synthesis | 0.5214 |
| Most used cell, CP | or4_1 |
| Largest stage delay, worst path | 0.76 ns |
| Initial DRC count | around 72 |
| Synth Area in Adders | 0.006035 |
| Final worst slack | 1.360 ns |
| Skew final | 0.002798 ns |
| Clock transition at path regs | 0.07 ns |
| FF/Latch Area | 0.001081 mm2 |
| Syn Inst Count | 205 |
| Buffers added on ports | 10 |
| Worst-path cell chain | ha_1, nand3_1, or4_1, or4_1, a21oi_1 |
| Post-route design area | 0.002303 mm2 |
| Predominant post-synthesis flop cell | edfxtp_1 |
| CP endpoint kind | flip-flop |
| Max-Slew Margin vs Limit | 0.4727 |
| # Post-CTS Setup Buffers | 0 |
| Fin cells | 268 |
-- metal layers --
metal	vias up	GRT usage	wire [um]
met5	-	0	0
met4	0	0.02394	47
met3	5	0.07168	224
met2	33	0.2997	1634
met1	738	0.3430	1873
li1	809	-	-
-- Yosys cell counts (3+ instances only) --
cell type / number
nand2_1: 13
nand3_1: 10
or4_1: 5
o21ai_0: 11
edfxtp_1: 36
or3_1: 7
and3_1: 4
inv_1: 9
nand4_1: 7
a21oi_1: 16
xnor2_1: 9
mux2i_1: 3
nor4_1: 5
nand2b_1: 4
nor2_1: 22
nor3_1: 4
o31ai_1: 4
clkbuf_1: 5
-- kinds of logic after synthesis --
group	after synthesis
AND/OR/NAND/NOR	93
AND-OR/OR-AND	44
flip-flops	36
buffers and inverters	17
XOR/XNOR	11
multiplexers	3
adder cells (fa/ha/maj)	1
-- cells in the final DEF (no fill, tap or decap), types with 3 or more instances in the layout --
cell / netlist / final
nand3_1: 10 / 10
nand4_1: 7 / 7
o21ai_0: 11 / 11
a21oi_1: 16 / 16
inv_1: 9 / 9
edfxtp_1: 36 / 36
nor3_1: 4 / 4
o31ai_1: 4 / 4
nand2b_1: 4 / 4
clkbuf_8: 0 / 5
xnor2_1: 9 / 9
mux2i_1: 3 / 3
or3_1: 7 / 7
or4_1: 5 / 5
nor2_1: 22 / 22
and3_1: 4 / 4
buf_4: 1 / 3
nor4_1: 5 / 5
clkdlybuf4s50_1: 0 / 10
nand2_1: 13 / 13
-- power breakdown --
| group | switching, mW | internal, mW |
|---|---|---|
| logic | 0.295 | 0.217 |
| registers | 0.190 | 0.708 |
| clock network | 0.137 | 0.126 |
-- state kept, by name, summed over array words and instances, names as in the netlist --
signal  count
estado      4
con        31
lastD       1
-- worst max path at each step --
stage / from / to / slack (ns) / cells past startpoint
after CTS: con[0] / con[22] / 1.37 / 5
after global routing: con[0] / con[24] / 1.20 / 5
final: con[0] / con[24] / 1.36 / 5
-- worst register-to-register path, stage by stage (launching register included) --
cell      delay (ns)
edfxtp_1        0.42
ha_1            0.22
nand3_1         0.19
or4_1           0.76
or4_1           0.57
a21oi_1         0.15
-- cell type report --
cell class	instances	area share
flip-flops and latches	36	0.4693
multi-input cells	152	0.3976
repair buffers	13	0.05323
clock buffers	5	0.02988
well taps	50	0.02716
inverters	9	0.01467
clock inverters	3	0.008148
Power is estimated from default activity; no workload was simulated.
